==> ./design.v <==
`timescale 1ns / 1ns  
module part1(input logic [3:0]  a, b, input logic c_in, output logic [3:0] s, c_out);
	fa fa1(.a(a[0]), .b(b[0]), .c_in(c_in), .s(s[0]), .c_out(c_out[0]));
	fa fa2(.a(a[1]), .b(b[1]), .c_in(c_out[0]), .s(s[1]), .c_out(c_out[1]));
	fa fa3(.a(a[2]), .b(b[2]), .c_in(c_out[1]), .s(s[2]), .c_out(c_out[2]));
	fa fa4(.a(a[3]), .b(b[3]), .c_in(c_out[2]), .s(s[3]), .c_out(c_out[3]));
endmodule
module fa(input logic a, b, c_in, output logic s, c_out);
	logic s_i1;
	assign s_i1 = a ^ b;
	assign s = s_i1 ^ c_in;
	always_comb
	begin
		case (s_i1)
			1'b0: c_out = b;
			1'b1: c_out = c_in;
			default: c_out = 1'b1;
		endcase
	end
endmodule
==> ./run.sh <==
#!/bin/bash
# OpenROAD 26Q1-2900-gdf79404cd8, Yosys 0.63+post, stock flow scripts
make -C /OpenROAD-flow-scripts/flow DESIGN_CONFIG=/design/flow/config.mk WORK_HOME=/design/flow/orfs finish
==> ./config.mk <==
export PLATFORM = sky130hd
export DESIGN_NAME = part1
export DESIGN_NICKNAME = part1
export VERILOG_FILES = /design/flow/design.v
export SDC_FILE = /design/flow/constraint.sdc
export NUM_CORES = 4
export LEC_CHECK = 1
export CORE_AREA = 10 10 70 70
export DIE_AREA = 0 0 80 80
==> ./constraint.sdc <==
current_design part1

set clk_period 5.0
set clk_io_pct 0.2

create_clock -name clk0 -period $clk_period

set non_clock_inputs [all_inputs -no_clocks]
set_input_delay [expr $clk_period * $clk_io_pct] -clock clk0 $non_clock_inputs
set_output_delay [expr $clk_period * $clk_io_pct] -clock clk0 [all_outputs]
==> run_results.csv <==
group,metric,value,unit
setup_path,crit_start,"a[0]",
yosys,yosys-stat-area,175,µm²
yosys,yosys_cells,20,
yosys,ys_types,3,
timing,max_freq,236,MHz
cts,cts_setup_buffers,0,
setup_path,crit_path_max_incr_delay,440,ps
floorplan,initial_utilization,5.13,%
yosys,synth_warnings,1,
power,powerDensity,111,mW/mm²
timing,maxSlewHeadroom,88.7,%
place,port_buffers,17,
global_routing,grt_pass1_wl,745,µm
setup_path,path_class,"in2out",
cells_and_area,seq_area,0,µm²
power,power.total,0.0381,mW
cells_and_area,drive_gt1_share,13.8,%
floorplan,ioPinCount,17,
cells_and_area,flops,0,
yosys,synth_area_leader_cell,"xnor2_1",
power,p_leak,0.0957,nW
global_routing,grt_usage,1.41,%
run,warning_count,32,
floorplan,die_h,80,µm
setup_path,arrival,3230,ps
timing,period_used_share,84.6,%
route,drc,0,
place,place_area,343,µm²
cells_and_area,area_growth,95.7,%
setup_path,cp-start-kind,"input pin",
yosys,yosys-top-cells-count,"buf_4, xnor2_1, maj3_2",
timing,worstMarginPinSlew,169,ps
cells_and_area,n_clock_buffer,0,
cells_and_area,logic_area,115,µm²
floorplan,coreArea,0.00342,mm²
hold_path,hold_class,"in2out",
route,viasPerCell,1.96,
timing,rsz0062_at_grt,"no",
cts,cts_resized,0,
global_routing,grt_pass1_vias,179,
route,antennaDiodeCount,0,
route,firstDrtPassIters,1,
global_routing,overflow,0,
setup_path,crit_fanout,3,
yosys,synthCells,20,
cells_and_area,layoutNonFillerInstCount,75,
timing,setup_viol,0,
route,drtIter0Drc,0,
setup_path,path_common_cell,"maj3_2",
place,dp_cells,75,
yosys,netlist_area,175,µm²
setup_path,crit_slowest_cell,"clkdlybuf4s50_1",
route,routedWlPerCell,6.44,µm
run,max_cap_viol_count,0,
setup_path,crit_required,4000,ps
route,via_count,147,
route,final_antenna_net_count,0,
yosys,area_leaders,"xnor2_1, buf_4, maj3_2",
cells_and_area,fin_area,343,µm²
timing,finalWorstPathRequiredPeriod,4230,ps
route,wl,483,µm
yosys,ys_seq_share,0,%
timing,finalSetupTns,0,ps
setup_path,path_cells,"clkdlybuf4s50_1, maj3_2, maj3_2, maj3_2, maj3_2, clkdlybuf4s50_1",
global_routing,antenna_found_initial,0,
floorplan,die_x,80,µm
setup_path,critPathCapture,"c_out[3]",
yosys,synth.top_cell.area_share,40.0,%
place,gp_congestion,0.771,
yosys,avgSynthCellArea,8.76,µm²
cells_and_area,nFillCells,409,
outcome,status,"finished, final reports clean",
timing,drv_slew,0,
power,ir_drop,31.3,µV
setup_path,cp-end-kind,"output pin",
timing,finalHoldViolations,0,
cts,cts_hold_buf,0,
floorplan,chip_area,0.00640,mm²
floorplan,rows,21,
global_routing,grt_max_degree,4,
==> logic make-up (layout without fill, tap and decap cells) <==
family / count (synthesis) / in the layout / share of synthesized area [%]
XOR/XNOR: 8 / 8 / 40.0
buffers and inverters: 8 / 17 / 34.3
adder cells (fa/ha/maj): 4 / 4 / 25.7
==> where the power goes <==
group          leakage, nW  switching, mW  internal (mW)
registers                0              0              0
logic               0.0957        0.00972         0.0284
clock network            0              0              0
total               0.0957        0.00972         0.0284
==> critical path: cells and delay by family <==
family / cells / cell delay [ps]
buffers and inverters: 2 / 850
adders and majority gates: 4 / 1370
==> worst min-delay path by stage <==
stage	depth (start not counted)	startpoint	to	slack, ps
6_report	3	c_in	s[0]	2990
5_1_grt	3	c_in	s[0]	3020
4_1_cts	3	c_in	s[0]	3000
==> per-stage QoR <==
step | hold WS, ps | util [%] | setup WS, ps
after CTS | 3000 | 10.0 | 754
after global placement | 2980 | 10.0 | 767
after detailed placement | 2980 | 10.0 | 756
final | 2990 | 10.0 | 771
after floorplan | 2160 | - | 1580
after global routing | 3020 | 10.0 | 705
==> area by class of cell <==
cell class / count / area share, %
Timing Repair Buffer: 17 / 49.6
Tap cell: 46 / 16.8
Multi-Input combinational cell: 12 / 33.6
==> layer usage <==
metal | track usage (%) | vias to the layer above | part of all wire, %
li1 | - | 74 | -
met1 | 1.98 | 57 | 56
met2 | 1.93 | 16 | 23
met3 | 0.795 | 0 | 21
met4 | 0 | 0 | 0
met5 | 0 | - | 0
==> cell usage in the layout (no fill, tap or decap) <==
cell type and count:
maj3_2 4, clkdlybuf4s50_1 17, xnor2_1 8
Power figures rest on the tool's default switching activity, not on a simulated workload.
