<file path="./run.sh">
#!/bin/bash
# OpenROAD 26Q1-2900-gdf79404cd8, Yosys 0.63+post, stock flow scripts
make -C /OpenROAD-flow-scripts/flow DESIGN_CONFIG=/design/flow/config.mk WORK_HOME=/design/flow/orfs finish
</file>
<file path="./config.mk">
export PLATFORM = sky130hd
export DESIGN_NAME = part2
export DESIGN_NICKNAME = part2
export VERILOG_FILES = /design/flow/design.v
export SDC_FILE = /design/flow/constraint.sdc
export NUM_CORES = 4
export LEC_CHECK = 1
export CORE_AREA = 10 10 85 85
export DIE_AREA = 0 0 95 95
</file>
<file path="./constraint.sdc">
current_design part2

set clk_period 3.9
set clk_io_pct 0.2

create_clock -name clk0 -period $clk_period [get_ports {Clock}]

set non_clock_inputs [all_inputs -no_clocks]
set_input_delay [expr $clk_period * $clk_io_pct] -clock clk0 $non_clock_inputs
set_output_delay [expr $clk_period * $clk_io_pct] -clock clk0 [all_outputs]
</file>
<file path="./design.v">
`timescale 1ns / 1ns  
module part2(input logic Clock, Reset_b, input logic [3:0] Data, input logic [1:0] Function, output logic [7:0] ALUout);
	logic [7:0] Result, Register;
	always_comb
	begin
		case (Function)  
			0: Result = Data + Register[3:0];
			1: Result = Data * Register[3:0];
			2: Result = Register[3:0] << Data;
			3: Result = Register;
			default: Result = 0;
		endcase
	end
	always_ff @(posedge Clock)
	begin
		if (Reset_b) Register <= 0;
		else Register <= Result;
	end
	assign ALUout = Register;
endmodule
</file>
==> impl_metrics.json <==
{
  "ant_nets": 0,
  "cts.repair.resized": 0,
  "htreeDepth": 1,
  "largest_area_cell": "ha_1",
  "cellPowerDensity_mw_per_mm2": 237,
  "track_usage_pct": 6.87,
  "max_slew.worst_pin.slew_ns": 0.523,
  "cts_buffer_depth": 2,
  "maxCapViolCount": 0,
  "crit_fanout": 3,
  "clock_sinks": 8,
  "final_max_slew_viol_count": 0,
  "clock-root-buffer": "clkbuf_8",
  "grt_max_degree": 15,
  "synthTopCellsByArea": "ha_1 (22%), dfxtp_1 (14%), fa_1 (8.7%)",
  "clock_latency_ns": 0.23,
  "dr.pass1.iters": 5,
  "flop_cell": "dfxtp_1",
  "core_area_mm2": 0.00547,
  "startpoint": "Data[0]",
  "min_from": "Register[5]$_SDFFE_PP0P_",
  "die_h_um": 95,
  "outcome": "complete, no violations",
  "grt_overflow": 0,
  "period_needed_ns": 3.63,
  "rsz0062_at_grt": "no",
  "cts_made_buffers": 3,
  "dpl_worst_slack_ns": 0.0682,
  "antenna_cells": 0,
  "top_regs": "Register: 8 flops",
  "ys_seq_share_pct": 14.0,
  "drive_gt1_share_pct": 10.5,
  "fp.dieArea_mm2": 0.00903,
  "yosys_area_mm2": 0.00115,
  "yosysWarnings": 1,
  "dpl.hpwl_um": 2350,
  "netlist_area_mm2": 0.00115,
  "fp-row-count": 27,
  "wire_per_inst_um": 13.1,
  "top_cell_area_share_pct": 21.8,
  "synth_cells": 136,
  "grt_pass1_vias": 982,
  "routed_via_density": 4.53,
  "timing.slew.headroom_pct": 65.1,
  "end_kind": "flop",
  "fmaxAchievable_ghz": 0.275,
  "fin_crit_sh_pct": 93.1,
  "ys_cells": 136,
  "min_path_cells": 2,
  "reg2reg_depth": 10,
  "worst_ep_required_time_ns": 4.03,
  "edf_count": 0,
  "finalSetupViolCount": 0,
  "largest_reg_flops": 8,
  "hold_buffers": 0,
  "area_growth_pct": 24.8,
  "synth-async-reset-ratio_pct": 0,
  "ir_drop_uv": 99.1,
  "grt_pass1_wl_um": 4980,
  "finClkSkew_ns": 0.00245,
  "clk_pin_slew_ns": 0.04,
  "dieWidth_um": 95,
  "min_path_type": "reg -> reg",
  "ys_types": 39,
  "grt_antenna_before_repair": 0,
  "warnings": 28,
  "p_leak_nw": 0.630,
  "ys.flops": 8,
  "avgSynthCellArea_um2": 8.43,
  "post-cts-setup-buffer-count": 0,
  "tritoncts": "yes",
  "regMostFlops": "Register",
  "start_kind": "input pin",
  "drc": 0,
  "crit_arrival_ns": 3.76,
  "wl_um": 2930,
  "num_io_pins": 16,
  "fin_tns_setup_ns": 0,
  "r2r-start": "Register[3]$_SDFFE_PP0P_",
  "initCoreUtil_pct": 20.9,
  "drtIter0Drc": 109,
  "worst_slack_ns": 0.270,
  "hold_viol_final": 0,
  "place.gp.congestion": 0.888,
  "vias": 1015,
  "path_class": "in -> reg",
  "io_buffers": 15
}
[through the flow]
step / instance area (µm²) / util [%] / instances / hold WS, ns / total power [mW]
floorplan: 1150 / - / 136 / 0.466 / 0.190
finish: 1430 / 26.1 / 224 / 0.525 / 0.339
global route: 1430 / 26.1 / 224 / 0.550 / 0.366
detailed placement: 1390 / 25.4 / 221 / 0.512 / 0.239
CTS: 1430 / 26.1 / 224 / 0.527 / 0.343
global placement: 1390 / 25.4 / 221 / 0.513 / 0.239
[power by group]
| group | internal [mW] | switching, mW |
|---|---|---|
| Combinational | 0.0684 | 0.0696 |
| Sequential | 0.0883 | 0.0121 |
| Clock | 0.0670 | 0.0336 |
[cells in the mapped netlist (2+ instances only)]
library cell / instances
inv_1: 13
ha_1: 20
a221oi_1: 3
fa_1: 5
a211oi_1: 2
a21oi_1: 13
nand2_1: 11
xor2_1: 3
nor2_1: 3
nand2b_1: 2
dfxtp_1: 8
a21o_1: 3
and2_1: 8
nor3_1: 3
xnor2_1: 2
o21ai_0: 5
mux2i_1: 3
nand3b_1: 2
nor3b_1: 2
mux2_2: 3
clkbuf_1: 4
[critical path: stages]
cell and delay (ns):
clkdlybuf4s50_1 0.50, nand2_1 0.11, fa_1 0.55, inv_1 0.05, fa_1 0.49, ha_1 0.30, a21o_1 0.17, a21oi_1 0.30
o21ai_0 0.14, o41a_1 0.12, a221oi_1 0.25
[logic make-up (layout without fill, tap and decap cells)]
kind of cell | after synthesis | in the layout | share of synthesized area [%]
mux | 6 | 6 | 5.57
buf+inv | 20 | 36 | 6.99
flops | 8 | 8 | 14.0
fa+ha+maj | 25 | 25 | 30.6
simple gates | 37 | 37 | 17.8
xor+xnor | 5 | 5 | 3.82
compound gates | 35 | 35 | 21.3
[cell usage in the layout (no fill, tap or decap), types with 2 or more instances in the layout]
| cell type | n |
|---|---|
| o21ai_0 | 5 |
| a21o_1 | 3 |
| inv_1 | 13 |
| xnor2_1 | 2 |
| a211oi_1 | 2 |
| buf_4 | 4 |
| a221oi_1 | 3 |
| xor2_1 | 3 |
| clkdlybuf4s50_1 | 15 |
| nor3b_1 | 2 |
| mux2i_1 | 3 |
| fa_1 | 5 |
| nand2b_1 | 2 |
| nand2_1 | 11 |
| dfxtp_1 | 8 |
| and2_1 | 8 |
| ha_1 | 20 |
| a21oi_1 | 13 |
| nor3_1 | 3 |
| nor2_1 | 3 |
| mux2_2 | 3 |
| clkbuf_8 | 3 |
| nand3b_1 | 2 |
[path summary, 6_finish.rpt]
path / slack, ns / to
worst max-delay path: 0.27 / Register[7]$_SDFFE_PP0P_
worst min-delay path: 0.53 / Register[5]$_SDFFE_PP0P_
worst max register to register: 0.77 / Register[7]$_SDFFE_PP0P_
worst min register to register: 0.53 / Register[5]$_SDFFE_PP0P_
[area by class of cell]
| class | count | area, µm² |
|---|---|---|
| Fill cell | 600 | 4040 |
| Multi-Input combinational cell | 108 | 906 |
| Timing Repair Buffer | 19 | 180 |
| Sequential cell | 8 | 160 |
| Tap cell | 72 | 90.1 |
| Inverter | 14 | 52.6 |
| Clock buffer | 3 | 41.3 |
[per-layer routing]
layer  vias up  wire length, µm  global-route usage, %
met1       446             1540                   11.0
met3         4              227                   1.92
met5         -                0                      0
met2        43             1130                   8.98
li1        522                -                      -
met4         0               34                  0.873
No activity file was given, so power comes from the tool's default toggle rates.
