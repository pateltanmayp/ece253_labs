==> ./design.v <==
`timescale 1ns / 1ns  
module part3(input logic clock, reset, ParallelLoadn, RotateRight, ASRight, input logic [3:0] Data_IN, output logic [3:0] Q);
	mux_dff ff3(clock, reset, ParallelLoadn, RotateRight, Q[2], (ASRight ? Q[3] : Q[0]), Data_IN[3], Q[3]);  
	mux_dff ff2(clock, reset, ParallelLoadn, RotateRight, Q[1], Q[3], Data_IN[2], Q[2]);
	mux_dff ff1(clock, reset, ParallelLoadn, RotateRight, Q[0], Q[2], Data_IN[1], Q[1]);
	mux_dff ff0(clock, reset, ParallelLoadn, RotateRight, Q[3], Q[1], Data_IN[0], Q[0]);
endmodule
module mux_dff(input logic clock, reset, loadn, LoadLeft, Right, Left, D, output logic Q);
	always_ff @(posedge clock)
	begin
		if (reset) Q <= 0;
		else Q <= loadn ? (LoadLeft ? Left : Right) : D;  
	end
endmodule
==> ./run.sh <==
#!/bin/bash
# OpenROAD 26Q1-2900-gdf79404cd8, Yosys 0.63+post, stock flow scripts
make -C /OpenROAD-flow-scripts/flow DESIGN_CONFIG=/design/flow/config.mk WORK_HOME=/design/flow/orfs finish
==> ./config.mk <==
export PLATFORM = sky130hd
export DESIGN_NAME = part3
export DESIGN_NICKNAME = part3
export VERILOG_FILES = /design/flow/design.v
export SDC_FILE = /design/flow/constraint.sdc
export NUM_CORES = 4
export LEC_CHECK = 1
export CORE_AREA = 10 10 70 70
export DIE_AREA = 0 0 80 80
==> ./constraint.sdc <==
current_design part3

set clk_period 1.8
set clk_io_pct 0.2

create_clock -name clk0 -period $clk_period [get_ports {clock}]

set non_clock_inputs [all_inputs -no_clocks]
set_input_delay [expr $clk_period * $clk_io_pct] -clock clk0 $non_clock_inputs
set_output_delay [expr $clk_period * $clk_io_pct] -clock clk0 [all_outputs]
==> notes.md <==
Flow results are below.

- The longest incremental delay of any stage on the critical path is reported as 0.49 ns.
- The fraction of final layout cells with drive strength greater than 1 is 9.09%, for reference.
- The vertical die dimension reported for this design is 80 um.
- The number of failing setup endpoints in the final timing report is 0, for reference.
- Synthesis handed over a netlist of 24 instances.
- The number of global-route vias before repair is 213, for reference.
- The first detailed-routing pass ran for 4 iterations.
- TritonCTS built the clock tree.
- The synthesis warning total is 1, for reference.
- The final weighted congestion recorded by global placement is 0.736.
- The average instance area after synthesis is 9.49 um2, for reference.
- The capturing element type of the critical path is a primary output, for reference.
- The leakage power summed over all cells is 0.132 nW, for reference.
- The flip-flop and latch count after synthesis is 4, for reference.
- The multi-input logic area is 108 um2, for reference.
- The quantity of hold-fixing buffers added after cts is 0, for reference.
- Buffers placed on the I/O ports in this run total 12.
- For this block, the initial DRC count from the detailed router was 38.
- Looking at the critical path, the single cell with the biggest stage delay is clkdlybuf4s50_1.
- The count of instantiated cells in the yosys netlist is 24, for reference.
- The number of antenna diodes in the final layout is 0.
- The routed layout has 197 vias.
- The first global-routing pass estimated 1070 um of wire.
- The final power report lists total power as 261 uW.
- The area taken by sequential standard cells is reported as 80.1 um2.
- The internal power contribution is 205 uW, for reference.
- IR analysis of the VDD net gives a maximum drop of 0.171 mV.
- The final-report hold violation count is 0, for reference.
- The portion of the post-synthesis area used by sequential elements is 35.2%, for reference.
- The tree built by TritonCTS fans out to 4 sinks.
- The clock period minus final worst setup slack is 1.46 ns, for reference.
- After the flow finishes, the layout carries non-filler instances totaling 79.
- In this run the deepest clock path goes through 2 buffers.
- The reported net switching power is 55.7 uW, for reference.
- The detail-routed net length per standard cell is 8.52 um, for reference.
- The share of total power in sequential cells is 38.9%, for reference.
- The detailed placer's ending HPWL is 558 um, for reference.
- The min-delay analysis places its worst path in the category reg2reg.
- The utilization after layout is 11.4%, for reference.
- The clock share of power is 42.0%, for reference.
- The type of element launching the critical path is a flip-flop, for reference.
- The I/O pin count is 13, for reference.
- The library cells used most frequently in the layout, excluding fill and tap cells, are clkdlybuf4s50_1, mux2i_1, dfxtp_1.
- The worst path uses 81.3% of the clock period.
- The routed via count divided by cell count is 2.49, for reference.
- The CTS root buffer is clkbuf_4, for reference.
- Looking at the worst setup and hold paths, the clock pins of their registers show a slew of 0.04 ns.
- Recorded from the global router log, the overflow total was 0.
- The area of the core is 3420 um2, for reference.
- The timing report notes that buffer and inverter cells on the critical path total 1.
- The final layout report lists a filler cell count of 401.
- The worst-case register-to-register setup slack is 1.01 ns, for reference.
- The horizontal die dimension is 80 um, for reference.
- The power density over the cells is 672 nW/um2, for reference.
- Global routing used 2.18% of the available tracks across all layers.
- The die outline area is 6400 um2, for reference.
- The critical path in this run is classified as reg2out.
- Per the final report, max-transition violations number 0.
- Before any placement, the netlist area is recorded as 228 um2.
- At the later pin of the worst-skew pair, clock insertion delay measures 0.23 ns.
- Entering global routing, the biggest net connects 10 pins.
- The number of different library cells used by synthesis comes to 11.
- The cell count after placement is 76, for reference.
- In the post-route report, total wirelength is listed as 673 um.
- In this run the number of H-tree levels came out at 1.
- For the worst setup path, the data arrival time is 1.10 ns.
- Per the run report, area growth between synthesis and finish was 70.3%.
- Once the clock tree was built, the resizer swapped 0 gates to a different size.
- In the synthesis report, Yosys lists the chip area as 228 um2.
- Setup repair after global routing left no endpoint under its margin.
- Buffers added to address setup during post-CTS repair amount to 0.
- The worst slew slack as a fraction of its limit is 79.9%, for reference.
- The tool warning count for the run is 25.
- The dominant logic cell type in the layout is clkdlybuf4s50_1, for reference.
- The setup TNS is 0 ns, for reference.
- The max-cap violation count is 0, for reference.
- The total CTS buffers is 3, for reference.
- The relative contribution of combinational cells to total power is 19.1%, for reference.
- The final routed DRC violation total is 0, for reference.
- For this run, the top clock speed supported by timing is 684 MHz.
- The number of antenna violations at the first check in global routing came to 0.
- The critical path endpoint has a required time of 1.44 ns.
- The remaining antenna violation count after routing is 0, for reference.
- The flow ran to the end, and the final reports show no timing, DRC or antenna violations.
- The actual transition at the worst max-transition pin is 0.301 ns, for reference.
- Per STA, the worst path is made up of clkdlybuf4s50_1.
- The starting density of the core is 6.67%, for reference.
- The worst clock skew is 0.00474 ns, for reference.
- The net switching share of the total power is 21.4%, for reference.
- The count of standard-cell rows is 21, for reference.
- The maximum fanout along the worst path is 4, for reference.
- On the critical path the largest part of the delay comes from buffers and inverters.
-- sequential cells by signal, summed over array words and instances, names as in the netlist --
register / flops
ff0.Q: 1
ff1.Q: 1
ff2.Q: 1
ff3.Q: 1
-- power by group through the flow --
stage / logic [mW] / clock network [mW] / registers [mW]
CTS: 0.0507 / 0.113 / 0.101
global route: 0.0544 / 0.122 / 0.102
finish: 0.0498 / 0.109 / 0.101
-- through the flow --
step           area, um2  hold slack, ns  setup slack (ns)
2_1_floorplan        228           0.433             0.911
4_1_cts              388           0.569             0.321
5_1_grt              388           0.602             0.256
3_3_place_gp         365           0.539             0.399
3_5_place_dp         365           0.561             0.354
6_report             388           0.565             0.337
-- cells in the mapped netlist --
master     number  area share (%)
buf_4           4              13
dfxtp_1         4              35
mux2i_1         4              18
a211oi_1        3             9.9
nor2_1          3             4.9
buf_2           1             2.2
clkbuf_2        1             2.2
nand2b_1        1             2.7
nand3b_1        1             3.3
nand4bb_1       1             4.9
o221ai_1        1             3.8
-- worst register-to-register path, cell delays in order, from the launching register on --
cell and delay (ns):
dfxtp_1 0.35, mux2i_1 0.10, a211oi_1 0.25
-- kinds of logic after synthesis --
| group | share of synthesized area (%) |
|---|---|
| DFF | 35.2 |
| and+or+nand+nor | 15.9 |
| buffers and inverters | 17.6 |
| AOI/OAI and AO/OA | 13.7 |
| muxes | 17.6 |
-- final cells by class --
type	instances	area share, %
repair buffers	12	31.0
well taps	46	14.8
clock buffers	3	5.81
multi-input cells	14	27.7
flip-flops and latches	4	20.6
-- metal layers --
layer | GRT usage, % | vias to the layer above | share of wire (%)
met3 | 2.16 | 0 | 23
li1 | - | 101 | -
met4 | 0.176 | 0 | 0
met1 | 3.00 | 83 | 49
met5 | 0 | - | 0
met2 | 2.33 | 13 | 29
-- path summary, 6_finish.rpt --
path	startpoint	depth (start not counted)	to
worst min register to register	ff2.Q	2	ff3.Q
worst max register to register	ff2.Q	2	ff1.Q
worst min-delay path	ff2.Q	2	ff3.Q
worst max-delay path	ff3.Q	1	Q[3]
Power figures rest on the tool's default switching activity, not on a simulated workload.
